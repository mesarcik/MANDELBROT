==> design/flow/design.v <==
module MandelbrotGen(
		input Clk_100M,           
		input  [4:0]BTNS,         
		input  SW0,               
		input  SW15,              
		output reg [18:0] addrA,  
		output reg [11:0] dinA,   
		output reg wea            
    );
reg [9:0] x_count;                  
reg signed[17:0] shift_val;         
reg signed[17:0] C_real_start;      
reg signed[17:0] C_imag_start;      
reg signed [17:0] C_real;           
reg signed[17:0] C_imag ;           
reg [11:0] iterations;              
reg signed [17:0] Z_real;           
reg signed [17:0] Z_imag;           
reg signed[35:0] Temp_Z_imag_real;  
reg signed [35:0] temp_imag;        
reg signed [35:0] temp_real;        
reg signed[17:0] Z_real2;           
reg signed[17:0] Z_imag2;           
reg signed[17:0] Z_imag2_re2_sum;   
reg calculating;                    
reg init = 0;                       
reg Count = 0;                      
always @(posedge Clk_100M) begin
if (SW15 == 1)begin                 
	init = 0;
end
	if (|BTNS) begin                                            
		addrA       <= 0;                                        
		x_count      = 0;                                        
		iterations  <= 1;                                        
		calculating  = 1;                                        
		if (BTNS[0] == 1) begin                                  
			C_imag_start       = C_imag_start - (shift_val<<5);   
		end
		else if (BTNS[1] == 1) begin                             
			C_imag_start       = C_imag_start + (shift_val<<5) ;  
		end 
		else if (BTNS[3] == 1) begin                             
			C_real_start       = C_real_start  - (shift_val<<5);  
		end
		else if (BTNS[4] == 1) begin                             
			C_real_start       = C_real_start  + (shift_val<<5);  
		end
		if (SW0 == 0) begin                                     
			if(BTNS[2] == 1) begin                               
				shift_val          = shift_val <<1;               
				C_imag_start       = C_imag_start  <<1;
				C_real_start       = C_real_start  <<1;
			end
		end else if (SW0 == 1) begin                            
			if(BTNS[2] == 1) begin		                          
				shift_val          = shift_val >> 1;              
				C_imag_start       = C_imag_start  >>>1;
				C_real_start       = C_real_start  >>>1;
			end
		end
		C_real           = C_real_start;                       
		C_imag           = C_imag_start;  
		Z_real           = C_real_start;
		Z_imag           = C_imag_start;   
	end  
	if(init ==0) begin
		x_count           = 0;
		addrA            <= 0;
		temp_imag         = 0;
		temp_real         = 0;
		shift_val         = 18'sb0000_0000_0001_0000_00;  
		C_real            = 18'sb1110_1100_0000_0000_00;  
		C_imag            = 18'sb0000_1111_0000_0000_00;  
		C_real_start      = C_real;
		C_imag_start      = C_imag;
		Z_real            = C_real;
		Z_imag            = C_imag; 
		iterations       <= 1;
		Temp_Z_imag_real  = 0;                       
		Z_real2           = 0; 
		Z_imag2           = 0; 
		Z_imag2_re2_sum   = 0;
		calculating       = 1;
		init              = 1;                           
	end  
	if (&Count) begin
		Count <= 0;
		if (addrA > 307199) begin                        
			addrA <= 0;
		end
		else begin
		      if(calculating == 1) begin
					temp_real       = Z_real*Z_real;             
					Z_real2         = temp_real[31:14];          
					temp_imag       = Z_imag*Z_imag;             
					Z_imag2         = temp_imag[31:14];			   
					Z_imag2_re2_sum = Z_real2 + Z_imag2;         
					if ((Z_imag2_re2_sum > (18'sb0100_0000_0000_0000_00)) || (iterations == 150)) begin   
						wea         = 1;                                         
						if (iterations == 150) begin                             
							dinA        = 12'h000;                                
						end else begin
							dinA        = iterations +12'b0100_0000_0000;         
						end
						Z_real2     = 0;                                         
						Z_imag2     = 0;
						Z_imag      = 0;
						Z_real      = 0;
						calculating = 0;                                         
					end else begin                                              
						Temp_Z_imag_real = Z_real*Z_imag;                        
						Temp_Z_imag_real = Temp_Z_imag_real<<1;                  
						Z_imag           = (Temp_Z_imag_real[31:14]) + C_imag;   
						Z_real           = Z_real2 - Z_imag2 + C_real;           
						iterations      <= iterations + 1'b1;                    
					end
				end if (calculating == 0) begin	
						C_real = C_real + shift_val;                            
						if (x_count == 639) begin                               
							x_count = 0;
							C_imag  = C_imag - shift_val;                        
							C_real  = C_real_start;                              
							if (addrA == 307199) begin                           
								C_imag = C_imag_start;                            
							end
						end else begin                                          
							x_count = x_count + 1;
						end
					calculating	= 1;                                           
					addrA      <= addrA +1'b1;                             
					iterations <= 1;
				end		
	end 
	end else Count <= Count+ 1; 
end  
endmodule
==> design/flow/run.sh <==
#!/bin/bash
# OpenROAD 26Q1-2900-gdf79404cd8, Yosys 0.63+post, stock flow scripts
make -C /OpenROAD-flow-scripts/flow DESIGN_CONFIG=/design/flow/config.mk WORK_HOME=/design/flow/orfs finish
==> design/flow/config.mk <==
export PLATFORM = sky130hd
export DESIGN_NAME = MandelbrotGen
export DESIGN_NICKNAME = MandelbrotGen
export VERILOG_FILES = /design/flow/design.v
export SDC_FILE = /design/flow/constraint.sdc
export NUM_CORES = 4
export LEC_CHECK = 1
export CORE_UTILIZATION = 50
==> design/flow/constraint.sdc <==
current_design MandelbrotGen

set clk_period 45.0
set clk_io_pct 0.2

create_clock -name clk0 -period $clk_period [get_ports {Clk_100M}]

set non_clock_inputs [all_inputs -no_clocks]
set_input_delay [expr $clk_period * $clk_io_pct] -clock clk0 $non_clock_inputs
set_output_delay [expr $clk_period * $clk_io_pct] -clock clk0 [all_outputs]
==> run summary <==
impl run done, here's what came out: run status=finished, violations left, violations in the final reports=design-rule violations, slowest cell on the critical path=sky130_fd_sc_hd__clkdlybuf4s50_1, Reg2Reg Setup Slack=30.66 ns, I/O pins=40, CTS buffer count=17, top post-synthesis cells by area=sky130_fd_sc_hd__fa_1, sky130_fd_sc_hd__ha_1, sky130_fd_sc_hd__inv_1, sky130_fd_sc_hd__dfxtp_1, sky130_fd_sc_hd__nand2_1, endpoint of the worst register-to-register path=iterations[3], wire length of the first global-routing pass=202.1 mm, Total Routing Usage GR=31.44%, source of the worst register-to-register timing path=shift_val[3], area share of the leading cell type in the synthesized netlist=37.67%, die area=90700 sq um, core area=88510 sq um, hold path start=iterations[6], required time of the critical path=45.38 ns, fraction of final layout cells with drive strength greater than 1=3.953%, source of the critical timing path=BTNS[1], number of instances on the worst hold path=0, Buf+Inv Stages, Crit Path=4, top library cells by usage in the layout, fill and taps aside=sky130_fd_sc_hd__inv_1, sky130_fd_sc_hd__fa_1, sky130_fd_sc_hd__nand2_1, via count of the first global-routing pass=34.98k, FP Core Util=50.56%, dominant synthesized flop cell=sky130_fd_sc_hd__dfxtp_1, number of max-slew violations in the final report=0, Post-route DRC=9, type of the most critical hold path=flop to flop, biggest cell delay along the critical path=0.75 ns, number of violations of the max-capacitance limit=0, clk latency of the worst-skew pair=0.47 ns, tally of filler cells in the layout=8335, setup fix buffers added after clock tree synthesis=0, fraction of registers with async set/reset=0%, largest net degree at the start of global routing=60, Sink Count=182, Relative slew margins=39.71%, DRT antenna net count=0, via density per instance=5.350, # resized after CTS=0, Chip Height=301.2 um, final sum of negative setup slack=0 ns, Post-synth EDFFs=12, Antenna Cells=0, biggest fanout along the worst timing path=40, relative area change from synthesis to final layout=5.405%, number of cells in the yosys synthesis report=5365, number of buffers inserted by hold repair at cts=0, largest delay contributor family on the critical path=AND-OR/OR-AND gates, Tightest Pin Transition=0.8990 ns, CTS root buf=sky130_fd_sc_hd__clkbuf_16, number of antenna violations at the first check in global routing=2, worst-case setup slack after placement=22.64 ns, final critical delay including setup and external delays=22.04 ns, start-to-end type of the worst setup path=input port to flop, sequential fraction of the synthesis area=8.411%, num rows=109, final hold violations=0, Mapped Area=44750 sq um, part of the cycle the worst path needs=48.98%, worst setup slack after layout=22.96 ns, TritonCTS clock tree=done, Max Clock Skew=0.01729 ns, warning count from the yosys run=1, number of levels the H-tree was split into=4, kind of launch point of the worst setup path=input port, end point of the worst hold path=dinA[6], synthesized chip area reported by yosys=44750 sq um, HPWL after detailed placement=101.9 mm, Final GP Congestion=1.006, final count of negative-setup-slack endpoints=0, top logic cell by instance count in the layout=sky130_fd_sc_hd__inv_1, largest buffer count on any clock path=2, top cell type by total area after synthesis=sky130_fd_sc_hd__fa_1, maximum achievable frequency=45.37 MHz, DRC marker count from the first detailed-route iteration=1917, average routed wire per standard cell=19.79 um, Avg Synthesized Cell Area=8.341 sq um, arrival time worst endpoint=22.43 ns, number of I/O port buffers=38, depth of the worst register-to-register path=50, total gr overflow=0, clock transition at the registers of the reported paths=0.09 ns, number of distinct library cell variants in the gate-level netlist after synthesis=90, OpenROAD warning count=74, kind of capture point of the worst setup path=flop, Cells after Synth=5365, RSZ-0062 raised after global routing=no, Post-synth regs=182, routed vias=34.66k, final routed wirelength across all metal layers=128.2 mm, Pre-Repair DR Iteration Count=48, die width=301.2 um
[Yosys cell counts (all sizes together) (7+ instances only)]
master  number
inv       1256
fa         842
nand2      611
nor2       453
ha         406
o21ai      214
a21oi      205
dfxtp      170
clkbuf     166
xnor2      132
nand3       63
xor2        58
buf         56
nand2b      51
o21a        47
a21o        45
mux2i       42
nor3        42
nor2b       41
a211oi      35
o211ai      33
and2        31
and3        27
o21bai      24
o22ai       22
a22oi       18
nand4       18
or2         18
a31oi       17
nor4        16
or3         14
a21boi      12
edfxtp      12
a221oi      11
mux2        10
clkinv       9
o31ai        9
and4         7
o31a         7
[layer usage]
metal,vias up,track usage [%],routed length (um)
met5,-,0,37
met4,6,8.001,4360
met3,187,12.07,13740
met2,1323,46.10,57400
met1,16710,46.19,52680
li1,16430,-,-
[stage by stage]
stage	std cells	utilization (%)	cell area, sq um	hold slack, ns
after floorplan	5366	-	44750	0.4468
after global placement	6446	52.57	46530	0.4237
after detailed placement	6446	52.57	46530	0.4252
after CTS	6478	53.29	47170	0.4471
after global routing	6478	53.29	47170	0.4690
final	6478	53.29	47170	0.4420
[sequential cells by signal, summed over array words and instances, names as in the netlist, 12 cells and up]
name          count
C_imag           18
C_imag_start     18
C_real           18
C_real_start     18
Z_imag           18
Z_real           18
addrA            19
dinA             12
iterations       12
shift_val        18
[how the worst max path moves through the flow]
stage / endpoint / slack, ns / cells past startpoint
6_report: iterations[3] / 22.96 / 48
5_1_grt: iterations[3] / 21.94 / 54
4_1_cts: iterations[3] / 23.09 / 48
[kinds of logic after synthesis]
kind of cell               share of synthesized area, %
muxes                                             1.191
xor gates and xnor gates                          3.719
buffers and inverters                             12.56
DFF                                               8.411
adders and majority gates                         49.02
other                                          0.008380
and+or+nand+nor                                   13.71
AOI/OAI and AO/OA                                 11.38
[worst reg2reg max path: cells and delay by family, from the launching register on]
family	cells	cell delay [ns]
compound gates	22	4.94
buf+inv	4	1.81
fa+ha+maj	9	3.89
flops	1	0.55
xor+xnor	1	0.18
simple gates	14	2.92
[layout make-up]
| type | instances | area, sq um | area share, % |
|---|---|---|---|
| inverters | 1265 | 4748 | 10.07 |
| well taps | 1165 | 1458 | 3.090 |
| flip-flops and latches | 182 | 3764 | 7.979 |
| clock buffers | 17 | 425.4 | 0.9019 |
| multi-input cells | 3697 | 35440 | 75.15 |
| clock inverters | 15 | 214.0 | 0.4536 |
| repair buffers | 137 | 1114 | 2.361 |
