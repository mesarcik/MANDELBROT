==> ./design.v <==
module VGA_Driver(
	input clk,                   
	output reg hsync,            
	output reg vsync,            
	output reg [9:0] hcount,     
	output reg [9:0] vcount      
);
reg [1:0]Count;                 
reg ven = 0;                    
reg [9:0]hc;                    
reg [9:0]vc;                    
always @(posedge clk) begin
Count <= Count + 1'b1;
if(&Count) begin 
	hcount = hc;                   
	vcount = vc;               
	Count <= 0;
	if (hc == 799) begin           
		ven <= 1'b1;                
		hc  <= 0;		             
	end
	else begin
		hc  <= hc + 1'b1;           
		ven <= 0;                   
	end
	if (hc < 96) begin             
		hsync <= 1'b0;
	end
	else begin 
		hsync <= 1'b1;               
	end 
   if (ven == 1'b1) begin         
		if (vc == 520) begin        
			vc <= 0;                 
		end
	else begin
		vc <= vc + 1'b1;            
	end
	if (vc < 2) begin              
		vsync <= 1'b0;
	end
	else begin 
		vsync <= 1'b1;              
	end 
end
end
end
endmodule
==> ./run.sh <==
#!/bin/bash
# OpenROAD 26Q1-2900-gdf79404cd8, Yosys 0.63+post, stock flow scripts
make -C /OpenROAD-flow-scripts/flow DESIGN_CONFIG=/design/flow/config.mk WORK_HOME=/design/flow/orfs finish
==> ./config.mk <==
export PLATFORM = sky130hd
export DESIGN_NAME = VGA_Driver
export DESIGN_NICKNAME = VGA_Driver
export VERILOG_FILES = /design/flow/design.v
export SDC_FILE = /design/flow/constraint.sdc
export NUM_CORES = 4
export LEC_CHECK = 1
export CORE_UTILIZATION = 50
==> ./constraint.sdc <==
current_design VGA_Driver

set clk_period 1.8
set clk_io_pct 0.2

create_clock -name clk0 -period $clk_period [get_ports {clk}]

set non_clock_inputs [all_inputs -no_clocks]
set_input_delay [expr $clk_period * $clk_io_pct] -clock clk0 $non_clock_inputs
set_output_delay [expr $clk_period * $clk_io_pct] -clock clk0 [all_outputs]
==> results.ini <==
[status]
status = complete, no violations

[sta]
slew_headroom_pct = 65.7
rsz0062_at_grt = false
hold_violations = 0
finalSetupTns_ns = 0
hold_slack_ns = 0.428
setup_viol = 0
fin_skew_ns = 0.00935
fin_crit_ns = 1.63
worst_pin_slew_ns = 0.514
drv_slew = 0
fmax_ghz = 0.615
finalClockPeriodUsage_pct = 90.3

[route]
wl_mm = 2.62
wl_per_cell_um = 13.4
vias = 1038
viasPerCell = 5.30
antenna_left = 0
drc = 0
first_pass_iters = 4
antenna_cells = 0
drt_iter0_drc = 42

[place]
dp_hpwl_mm = 1.73
io_buffers = 22
gp_congestion = 0.811

[synthesis]
synth_top_area_share_pct = 70.5
syn_avg_cell_area_um2 = 15.3
synth_chip_area_um2 = 1830
edf_count = 43
ys_warn_count = 1
ys_cells = 120
yosys.area.top_type = edfxtp_1
synth_cells = 120
yosysUniqueCellTypes = 31
ys.flop_type = edfxtp_1
yosysSeqAreaShare_pct = 72.7
asyncSetResetFlopFracSynth_pct = 0
top_cells_by_area = edfxtp_1, xor2_1, ha_1, nor2_1, dfxtp_1
ys_ff = 45
syn-cell-area_um2 = 1830

[floorplan]
initCoreUtil_pct = 53.6
ios = 23
die_w_um = 62.5
core_um2 = 3420
num_rows = 21
dieArea_um2 = 3910
die_h_um = 62.5

[global_route]
grt-ovfl-total = 0
grt_start_max_net_pins = 35
grt_pass1_vias = 974
antenna_found_initial = 0
grt_pass1_wl_mm = 4.50
grtUsageTotal_pct = 16.1

[power_and_ir_drop]
leakage_uw = 0.000854
ir_drop_v = 0.000566
power_density_nw_per_um2 = 714

[job]
maxCapViolCount = 0
tool_warnings = 27

[clock_tree]
cts_tree = yes
cts.clk_slew.worst_paths_ns = 0.11
numCtsBuffers = 5
cts_sinks = 45
cts-root-buf = clkbuf_4
htreeDepth = 2
clk_path_buf_depth = 2
clk_latency_ns = 0.35

[critical_path]
rrSetupSlack_ns = 0.17
critPathKind = flip-flop to flip-flop
worstPathRequired_ns = 1.90
critPathCaptureType = flip-flop
setup.worst_path.start_class = flip-flop
cp_max_fo = 6
crit_arrival_ns = 1.72

[layout]
drive_gt1_share_pct = 8.67
area_delta_synth_final_pct = 18.8
fin_util_pct = 63.7

[min_path]
hp-class = flip-flop to flip-flop

==> logic make-up (layout without fill, tap and decap cells) <==
logic type / count (synthesis) / in the layout / synth area share (%)
flip-flops: 45 / 45 / 72.7
buffers and inverters: 5 / 35 / 1.16
AND/OR/NAND/NOR: 45 / 45 / 14.0
XOR/XNOR: 12 / 12 / 5.74
AND-OR/OR-AND: 8 / 8 / 3.08
multiplexers: 1 / 1 / 0.547
adder cells (fa/ha/maj): 4 / 4 / 2.73
==> cell usage after synthesis (all sizes together) (2+ instances only) <==
| master | count |
|---|---|
| a21oi | 3 |
| and3 | 3 |
| dfxtp | 2 |
| edfxtp | 43 |
| ha | 4 |
| inv | 3 |
| nand2 | 4 |
| nand3 | 8 |
| nand4 | 4 |
| nor2 | 12 |
| nor2b | 3 |
| nor3 | 3 |
| nor4 | 2 |
| o31ai | 2 |
| or4 | 2 |
| xnor2 | 4 |
| xor2 | 8 |
==> critical path, cell delays in order (launching register included) <==
cell and delay, ns:
edfxtp_1 0.44, ha_1 0.23, nand4_1 0.25, nor3_4 0.36, nor2b_1 0.09
==> stage by stage <==
step                      cells  cell area (um2)  total power (uW)  worst slack (ns)
final                       196             2170              1550             0.175
after global placement      189             2120              1150             0.223
after detailed placement    189             2120              1150             0.151
after floorplan             120             1830              1150             0.129
after CTS                   196             2170              1560             0.141
after global routing        196             2170              1610            0.0494
==> registers in the layout (all words and copies together), names as in the netlist <==
signal	count
hc	10
hcount	10
vc	10
vcount	10
Count	2
hsync	1
ven	1
vsync	1
==> path summary, 6_finish.rpt <==
| kind | endpoint | depth (start not counted) | startpoint |
|---|---|---|---|
| setup / recovery | hc[1] | 4 | hc[0] |
| hold / removal | Count[0] | 1 | Count[0] |
| setup reg to reg | hc[1] | 4 | hc[0] |
| hold reg to reg | Count[0] | 1 | Count[0] |
==> layer usage <==
metal	track usage [%]	share of wire (%)	wire length [um]
met3	4.81	7.8	205
met4	2.03	1.8	46
met1	29.7	48	1250
met5	0	0	0
met2	22.3	43	1120
==> power breakdown <==
group | internal, uW | switching [uW] | leakage (uW)
clock | 142 | 284 | 0.0000258
sequential | 1130 | 0 | 0.000517
combinational | 0 | 0 | 0.000312
==> cell usage in the layout (no fill, tap or decap), drive strengths merged, types with 3 or more instances in the layout <==
master          n
a21oi           3
and3            3
buf             3
clkbuf          6
clkdlybuf4s50  22
edfxtp         43
ha              4
inv             3
nand2           4
nand3           8
nand4           4
nor2           12
nor2b           3
nor3            3
xnor2           4
xor2            8
==> what timing repair did <==
item / in CTS / in global routing
setup endpoints to repair: 0 / 2
gates resized: 0 / 1
buffers inserted: 0 / 0
hold buffers: 0 / 0
==> layout make-up <==
class	instances	area, um2
well taps	46	57.6
fillers	253	1240
repair buffers	25	243
clock inverters	1	3.75
clock buffers	6	41.3
inverters	3	11.3
flip-flops and latches	45	1330
multi-input cells	70	487
Power figures rest on the tool's default switching activity, not on a simulated workload.
